## flow/run.sh

```bash
#!/bin/bash
# OpenROAD 26Q1-2900-gdf79404cd8, Yosys 0.63+post, stock flow scripts
make -C /OpenROAD-flow-scripts/flow DESIGN_CONFIG=/design/flow/config.mk WORK_HOME=/design/flow/orfs finish
```

## flow/config.mk

```make
export PLATFORM = sky130hd
export DESIGN_NAME = controller
export DESIGN_NICKNAME = controller
export VERILOG_FILES = /design/flow/design.v
export SDC_FILE = /design/flow/constraint.sdc
export NUM_CORES = 4
export LEC_CHECK = 1
export CORE_AREA = 10 10 96 96
export DIE_AREA = 0 0 106 106
```

## flow/constraint.sdc

```tcl
current_design controller

set clk_period 1.5
set clk_io_pct 0.2

create_clock -name clk0 -period $clk_period [get_ports {clk}]

set non_clock_inputs [all_inputs -no_clocks]
set_input_delay [expr $clk_period * $clk_io_pct] -clock clk0 $non_clock_inputs
set_output_delay [expr $clk_period * $clk_io_pct] -clock clk0 [all_outputs]
```

## flow/design.v

```verilog
module controller(input[5:0] OpCode, Func, input clk, rst, zero, output reg[2:0] AluOp, output reg IorD, Memread, Memwrite, PCwritecondbeq, PCwritecondbne, IRwrite, AluSrcA, PCwrite, Regwrite,
                  output reg[1:0] AluSrcB, PCsrc, RegDst, Memtoreg);
  reg[3:0] ps, ns;
  always@(ps)begin
    ns = 4'b0;
    {AluOp, IorD, Memread, Memwrite, IRwrite, AluSrcA, PCwrite, Regwrite, AluSrcB, PCsrc, RegDst, Memtoreg, PCwritecondbeq, PCwritecondbne} = 20'b0;
    case(ps)
      4'b0000: begin
        ns = 4'b0001;
        {IorD, Memread, IRwrite, AluSrcA, AluSrcB, PCwrite, PCsrc, AluOp} = 12'b011001100000;
      end
      4'b0001: begin
        if(OpCode==6'b000011) ns = 4'b0010;
        if(OpCode==6'b000010) ns = 4'b0011;
        if(OpCode==6'b000100) ns = 4'b0100;
        if(OpCode==6'b000101) ns = 4'b0101;
        if(OpCode==6'b000000) ns = 4'b0110;
        if((OpCode==6'b001000) || (OpCode==6'b001100)) ns = 4'b1000;
        if((OpCode==6'b101011) || (OpCode==6'b100011)) ns = 4'b1010;
        if(OpCode==6'b000001) ns = 4'b1110;
        {AluSrcA, AluSrcB, AluOp} = 6'b011000;
      end 
      4'b0010: begin
        {Regwrite, RegDst, Memtoreg} = 5'b11010;
        ns = 4'b0011;
      end
      4'b0011: begin
        {PCwrite, PCsrc} = 3'b101;
        ns = 4'b0000;
      end
      4'b0100: begin
        {AluSrcA, AluSrcB, AluOp, PCsrc} = 8'b10000110;
        PCwritecondbeq = 1;
        ns = 4'b0000;
      end
      4'b0101:begin
        {AluSrcA, AluSrcB, AluOp, PCsrc} = 8'b10000101;
        PCwritecondbne = 1;
        ns = 4'b0000;
      end
      4'b0110: begin
        {AluSrcA, AluSrcB} = 3'b100;
        if(Func==6'b100000) AluOp = 3'b000;
        if(Func==6'b100010) AluOp = 3'b001;
        if(Func==6'b100100) AluOp = 3'b010;
        if(Func==6'b100101) AluOp = 3'b011;
        if(Func==6'b101010) AluOp = 3'b100;
        ns = 4'b0111;
      end
      4'b0111: begin
        {Memtoreg, Regwrite, RegDst} = 5'b00101;
        ns = 4'b0000;
      end
      4'b1000: begin
        {AluSrcA, AluSrcB} = 3'b110;
        AluOp = (OpCode==6'b001000)?3'b000:3'b010;
        ns = 4'b1001;
      end
      4'b1001: begin
        {RegDst, Memtoreg, Regwrite} = 5'b00001;
        ns = 4'b0000;
      end
      4'b1010: begin
        {AluSrcA, AluSrcB, AluOp} = 6'b110000;
        if (OpCode==6'b101011) ns = 4'b1011;
        if (OpCode==6'b100011) ns = 4'b1100;
      end
      4'b1011: begin
        {Memwrite, IorD} = 2'b11;
        ns = 4'b0000;
      end
      4'b1100: begin
        {Memread, IorD} = 2'b11;
        ns = 4'b1101;
      end
      4'b1101: begin
        {Memtoreg, RegDst, Regwrite} = 5'b01001;
        ns = 4'b0000;
      end
      4'b1110: begin
        {AluSrcA, AluSrcB, PCsrc, PCwrite} = 6'b100001;
        ns = 4'b0000;
      end
    endcase
  end
  always@(posedge clk, posedge rst) begin
    if(rst) ps <= 4'b0000;
    else ps <= ns;
  end
endmodule
```

==> impl_metrics.json <==
{
  "cts_sinks": 15,
  "cts_tree": "done",
  "drt_iter0_markers": 22,
  "clk_latency_ps": 240,
  "cts_buffer_depth": 2,
  "top_logic_kind": "simple AND/OR/NAND/NOR gates",
  "rsz0062_at_grt": "true",
  "ys_sh_mux_pct": 0,
  "path_clk_slew_ps": 60,
  "max_slew_margin_pct": 81.0,
  "antenna_left": 0,
  "finalClockSkew_ps": 0.242,
  "wl_met2_um": 945,
  "fin_crit_sh_pct": 114,
  "grtUsageTotal_pct": 4.33,
  "synth.distinct_cells": 26,
  "wl_per_cell_um": 10.4,
  "drive_above_1_share_pct": 40.9,
  "rr_startpoint": "ps[2]",
  "ys_cells": 69,
  "hold_ws_ps": 357,
  "place_worst_setup_slack_ps": -609,
  "gp_congestion": 0.774,
  "violations": "negative setup slack",
  "cp_max_fo": 2,
  "grt_pass1_wl_um": 4000,
  "num_vias": 710,
  "die_w_um": 106,
  "synth.cell_area_um2": 688,
  "crit_slowest_cell": "dfrtp_1",
  "timing.fmax_mhz": 586,
  "warnings": 28,
  "top_register": "ps",
  "crit_family": "flip-flops",
  "chip_area_mm2": 0.0112,
  "status": "finished with violations",
  "total_power_mw": 1.06,
  "startpoint": "ps[6]",
  "p_leak_nw": 0.741,
  "core_mm2": 0.00721,
  "hold_viol": 0,
  "io-pin-count": 35,
  "fin_crit_ps": 1710,
  "top_layer_used": "met4",
  "final-setup-viol-count": 4,
  "worstPathRequired_ps": 1200,
  "drt_pre_antenna_iters": 4,
  "timing.final.ws_setup_ps": -206,
  "xor_share_pct": 0,
  "fin_util_pct": 19.5,
  "hold_buffers": 0,
  "met1_length_um": 1220,
  "numCtsBuffers": 3,
  "antenna_found_initial": 2,
  "cts_max_level": 1,
  "crit_chain": "buf_6, nand3b_1, nor2_2, buf_4, a211o_1, buf_2",
  "synth-seq-area-share_pct": 54.7,
  "async_flop_share_pct": 100,
  "grt_pass1_vias": 753,
  "crit_path_end_kind": "output port",
  "path_class": "reg2out",
  "cp-start-kind": "flop",
  "io_buffers": 33,
  "clock-root-buffer": "clkbuf_8",
  "n_fill_cell": 810,
  "ir_drop_uv": 222,
  "yosys_warnings": 1,
  "ys.flops": 15,
  "grt_max_degree": 16,
  "die_h_um": 106,
  "drc": 0,
  "crit_arrival_ps": 1410,
  "simple_gate_share_pct": 33.1,
  "edf_count": 0,
  "power_density_mw_per_mm2": 756,
  "maxCapViolations": 0,
  "max_stage_delay_ps": 390,
  "syn_avg_cell_area_um2": 9.97,
  "overflow": 0,
  "fp_util_pct": 9.54,
  "slew_violations": 0,
  "largest_register_ffs": 15,
  "rows": 31,
  "hp-class": "in2async",
  "fa_ha_area_share_pct": 0,
  "ys_sh_aoi_pct": 7.82,
  "via_per_inst": 3.11,
  "ys.flop_type": "dfrtp_1",
  "area_delta_synth_final_pct": 104,
  "path_buffers": 3,
  "worst_pin_slew_ps": 281,
  "place_hpwl_um": 1880,
  "ys_chip_area_um2": 688,
  "wirelength_um": 2380,
  "route.met3.wl_um": 201,
  "synthCells": 69,
  "reg_top3": "ps: 15 flops"
}
## cell usage after synthesis, types with 3 or more instances
cell | n | area [um2]
inv_1 | 3 | 11.3
nor3_1 | 6 | 30.0
nor2_1 | 7 | 26.3
and3_1 | 3 | 18.8
nand2b_1 | 3 | 18.8
nand3_1 | 3 | 15.0
clkbuf_1 | 5 | 18.8
or2_2 | 4 | 25.0
dfrtp_1 | 14 | 350
## area by class of cell
cell class	instances	area, um2	area share (%)
antenna	2	5.00	0.357
clock buffer	4	45.0	3.21
inverter	3	11.3	0.802
multi-input combinational	46	335	23.9
sequential	15	377	26.8
tap	99	124	8.82
timing repair buffer	59	507	36.1
## cell usage in the layout, fill, tap and decap left out, drive strengths merged
cell type / Yosys / routed
o21a: 1 / 1
nand4b: 1 / 1
nand3b: 2 / 2
diode: 0 / 2
dfrtp: 14 / 14
buf: 0 / 30
nand2b: 3 / 3
or4b: 1 / 1
a32o: 1 / 1
clkbuf: 5 / 9
a21o: 1 / 1
nand2: 2 / 2
o21ai: 1 / 1
nor3: 6 / 6
nor4: 1 / 1
or2: 4 / 4
a211o: 1 / 1
o311ai: 1 / 1
dlymetal6s2s: 0 / 4
or3: 2 / 2
a31oi: 1 / 1
nor2b: 1 / 1
clkdlybuf4s50: 0 / 9
dlygate4sd2: 0 / 11
dfstp: 1 / 1
and3: 3 / 3
nor4b: 2 / 2
inv: 3 / 3
nand3: 3 / 3
nor2: 8 / 8
## per-layer routing
metal,track usage [%],vias up
met5,0,-
met4,0.484,0
met3,1.90,4
met2,5.96,27
met1,6.27,315
li1,-,364
## kinds of logic after synthesis
group | after synthesis
flip-flops | 15
buffers and inverters | 8
AND-OR/OR-AND | 7
AND/OR/NAND/NOR | 39
## where the power goes
part / leakage, nW / switching (mW) / internal, mW
clock: 0.0228 / 0.127 / 0.188
combinational: 0.516 / 0.103 / 0.187
sequential: 0.203 / 0.0203 / 0.436
total: 0.741 / 0.251 / 0.810
## timing repair
action,4_1_cts,5_1_grt
setup buffers,11,1
gates resized,45,16
endpoints found under the setup margin,16,15
pin swaps,10,7
## worst reg2reg max path, cell delays in order, from the launching register on
cell and delay (ps):
dfrtp_1 390, buf_4 140, nor2_1 140, nor4b_1 270, o311ai_1 170
## metrics by stage
stage | cell area, um2 | setup TNS (ps) | std cells
after floorplan | 688 | 0 | 69
final | 1400 | -523 | 228
after detailed placement | 1230 | -2610 | 210
after CTS | 1380 | -650 | 225
after global placement | 1230 | -2600 | 210
after global routing | 1400 | -873 | 228
## worst paths after layout
path | end | slack (ps) | depth (start not counted)
max in group asynchronous | ps[0] | 900 | 3
min | ps[14] | 360 | 3
max reg2reg | ps[0] | 300 | 4
min in group clk0 | ps[5] | 400 | 3
min reg2reg | ps[11] | 420 | 0
max | AluOp[0] | -210 | 6
Power and IR drop assume default switching activity.
