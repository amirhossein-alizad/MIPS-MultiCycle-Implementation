**/design/flow/config.mk**
```make
export PLATFORM = sky130hd
export DESIGN_NAME = alu
export DESIGN_NICKNAME = alu
export VERILOG_FILES = /design/flow/design.v
export SDC_FILE = /design/flow/constraint.sdc
export NUM_CORES = 4
export LEC_CHECK = 1
export CORE_UTILIZATION = 40
```
**/design/flow/constraint.sdc**
```tcl
current_design alu

set clk_period 33.0
set clk_io_pct 0.2

create_clock -name clk0 -period $clk_period

set non_clock_inputs [all_inputs -no_clocks]
set_input_delay [expr $clk_period * $clk_io_pct] -clock clk0 $non_clock_inputs
set_output_delay [expr $clk_period * $clk_io_pct] -clock clk0 [all_outputs]
```
**/design/flow/design.v**
```verilog
`timescale 1ns/1ns
module alu(input [31:0]A, input [31:0]B, input [2:0] ALUOp, output reg Zero, output reg [31:0] ALUResult);
  always @(A, B, ALUOp) begin
    Zero = 1'b0;
    ALUResult = 32'b0;
    if (ALUOp == 3'b000) begin
      ALUResult = A + B;
    end
    if (ALUOp == 3'b001) begin
      ALUResult = A - B;
      if (ALUResult == 32'b0) begin
        Zero = 1'b1;
      end
    end
    if (ALUOp == 3'b010) begin
      ALUResult = A & B;
    end
    if (ALUOp == 3'b011) begin
      ALUResult = A | B;
    end
    if (ALUOp == 3'b100) begin
      if (A < B) begin
        ALUResult = 32'b00000000_00000000_00000000_00000001;
      end
    end
  end 
endmodule
```
**/design/flow/run.sh**
```bash
#!/bin/bash
# OpenROAD 26Q1-2900-gdf79404cd8, Yosys 0.63+post, stock flow scripts
make -C /OpenROAD-flow-scripts/flow DESIGN_CONFIG=/design/flow/config.mk WORK_HOME=/design/flow/orfs finish
```
==> impl_metrics.yaml <==
# yosys + openroad results
floorplan:
  fp.dieH_microns: 121
  rows: 42
  fp_util_pct: 41.8
  die_x_microns: 121
  core_sq_um: 13500
  io_pins: 100
  die-area_sq_um: 14500
worst_setup_path:
  critical_path.top_delay_family: "AND-OR/OR-AND gates"
  worstPathMaxFanout: 16
  path_depth: 15
  path_buffers: 4
  cp-endpoint: "Zero"
  crit_slowest_cell: "a211oi_1"
  cp-end-kind: "output port"
  slowest_delay_ns: 0.61
  cp_data_arrival_time_ns: 11.30
  crit_path_cell_trace: "clkdlybuf4s50_1 > inv_1 > ha_1 > inv_2 > a21oi_2 > o31ai_1 > o21ai_0 > a21oi_1 > a211oi_1 > o311ai_0 > o2bb2ai_1 > nor4_2 > nand4_1 > nor4_2 > clkdlybuf4s50_1"
  worst_setup_path_start_kind: "input pin"
  crit_start: "A[15]"
  critical_path_required_ns: 26.40
  worstSetupPathType: "input pin to output port"
final_timing:
  fin_ws_ns: 15.10
  finalSetupTns_ns: 0
  min_period_ns: 17.90
  setup_viol: 0
  tightest_slew_ns: 0.836
  fmax_mhz: 55.9
  drv_slew: 0
  fin_crit_sh_pct: 54.2
  rsz0062_at_grt: "false"
  hold_violations: 0
  maxSlewHeadroom_pct: 44.0
detailed_routing:
  via_per_inst: 5.80
  drcViolationCount: 0
  n_antenna_cell: 0
  first_pass_iters: 5
  dr.first_iter.drc_count: 424
  wirelength_mm: 19.0
  routed-via-count: 6316
  wl_per_cell_microns: 17.4
  drtAntennaViolNets: 0
global_routing:
  grt.met3_usage_pct: 1.69
  grt_max_degree: 49
  grt_usage_pct: 26.3
  met1_usage_pct: 39.0
  grt_pass1_wl_mm: 30.6
  grt_remaining_overflow: 0
  busiest_layer: "met2"
  grt_pass1_vias: 5981
  antenna_found_initial: 0
  grtUsageMet2_pct: 42.8
finish:
  final_cells: 1089
  seq_area_sq_um: 0
  drive_gt1_share_pct: 4.27
  comb_area_sq_um: 5010
  area_delta_synth_final_pct: 18.2
  nClkBuffers: 0
  seq_cell_count: 0
  fillers: 1400
power_and_ir_drop:
  cellLeakagePower_nw: 2.87
  ir_drop_mv: 0.00799
  p_per_area_nw_per_um2: 17.9
synth:
  netlist_instances: 862
  yosysSeqAreaShare_pct: 0
  yosysChipArea_sq_um: 5620
  ys_warn_count: 1
  fa_ha_area_share_pct: 24.8
  synth-xor-area-share_pct: 4.99
  avgSynthCellArea_sq_um: 6.52
  synth.cellmix.simpleShare_pct: 22.2
  synth_area_sq_um: 5620
  top_logic_kind: "AND-OR/OR-AND gates"
  mux_area_share_pct: 2.45
  synth_stat.cells: 862
  aoi_share_pct: 34.7
  synth_cell_types: 82
placed_design:
  dpl_worst_slack_ns: 15.19
  dp_cells: 1089
  numPortBuffers: 100
  post-dp-hpwl_mm: 15.1
  gp_congestion: 0.974
clock_tree:
  hold_buffers: 0
  post-cts-setup-buffers: 0
  ctsResizeCount: 0
run:
  max-cap-violations: 0
  warnings: 108
hold_path:
  hp-start: "ALUOp[0]"
  min_path_type: "input pin to output port"
outcome:
  status: "finished, final reports clean"
==> cell usage in the layout, fill, tap and decap left out, types with 5 or more instances in the layout <==
cell / n
clkdlybuf4s50_1: 99
a221oi_1: 7
nand4_1: 8
nand2_1: 52
xnor2_1: 30
nor2_1: 102
nor3_1: 22
o21ai_0: 59
nor4_1: 8
a21o_1: 5
ha_1: 108
a31oi_1: 10
o211ai_1: 6
a211oi_1: 20
nor2b_1: 9
o22ai_1: 14
o31a_1: 7
or3_1: 7
mux2i_1: 7
inv_1: 94
inv_2: 8
a21oi_1: 79
o31ai_1: 11
nand3_1: 16
o21bai_1: 11
nand2b_1: 12
==> power by group <==
part	leakage [nW]	total, W	internal, W	switching, W
clock network	0	0	0	0
logic	2.87	0.000119	0.0000509	0.0000678
registers	0	0	0	0
total	2.87	0.000119	0.0000509	0.0000678
==> cells in the mapped netlist (all sizes together) (9+ instances only) <==
| cell type | number | area (sq um) |
|---|---|---|
| clkbuf | 35 | 133 |
| a21oi | 81 | 413 |
| a211oi | 20 | 150 |
| nand3 | 16 | 80.1 |
| o21ai | 61 | 305 |
| ha | 108 | 1350 |
| inv | 102 | 383 |
| nor3 | 23 | 126 |
| xnor2 | 30 | 263 |
| nor4 | 11 | 87.6 |
| a31oi | 10 | 62.6 |
| o21bai | 11 | 82.6 |
| nand2 | 52 | 195 |
| o31ai | 13 | 108 |
| buf | 18 | 92.6 |
| o22ai | 14 | 87.6 |
| nand2b | 12 | 75.1 |
| nor2 | 102 | 383 |
| nor2b | 9 | 56.3 |
==> cell type report <==
cell class         count  share of cell area [%]
inverters            103                    5.82
multi-input cells    706                    75.4
well taps            176                    3.32
repair buffers       104                    15.4
==> kinds of logic after synthesis <==
group	after synthesis
and+or+nand+nor	259
AOI/OAI and AO/OA	293
muxes	12
xor gates and xnor gates	32
adders and majority gates	110
buffers and inverters	156
==> metal layers <==
metal  vias up  part of all wire [%]
li1       3178                     -
met1      2882                    47
met2       236                    46
met3        20                   5.9
met4         0                   1.1
met5         -                     0
==> metrics by stage <==
stage                     hold slack (ns)  utilization, %  area, sq um   power, W
after CTS                           14.27            49.4         6640   0.000118
after global placement              14.25            49.4         6640   0.000117
after detailed placement            14.26            49.4         6640   0.000117
final                               14.27            49.4         6640   0.000119
after floorplan                     13.33               -         5620  0.0000769
after global routing                14.34            49.4         6640   0.000131
==> worst min path at each step <==
stage / end / cells past startpoint
CTS: ALUResult[6] / 4
global route: ALUResult[6] / 4
finish: ALUResult[7] / 4
No activity file was given, so power comes from the tool's default toggle rates.
