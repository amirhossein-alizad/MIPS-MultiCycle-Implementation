==> flow/design.v <==
`timescale 1ns/1ns
module regFile(input clk, regWrite, input[4:0] readReg1,readReg2, writeReg, input[31:0] writeData, output reg[31:0] regData1,regData2);
  reg[0:31] regData[31:0];
  always@(readReg1, regData[readReg1])begin
    if(readReg1 == 5'b0) regData1 <= 32'b0;
    else regData1 <= regData[readReg1];
  end
  always@(readReg2, regData[readReg2])begin
    if(readReg2 == 5'b0) regData2 <= 32'b0;
    else regData2 <= regData[readReg2];
  end
  always@(posedge clk) begin
		if(regWrite) regData[writeReg] <= writeData;
	end
endmodule
==> flow/run.sh <==
#!/bin/bash
# OpenROAD 26Q1-2900-gdf79404cd8, Yosys 0.63+post, stock flow scripts
make -C /OpenROAD-flow-scripts/flow DESIGN_CONFIG=/design/flow/config.mk WORK_HOME=/design/flow/orfs finish
==> flow/config.mk <==
export PLATFORM = sky130hd
export DESIGN_NAME = regFile
export DESIGN_NICKNAME = regFile
export VERILOG_FILES = /design/flow/design.v
export SDC_FILE = /design/flow/constraint.sdc
export NUM_CORES = 4
export LEC_CHECK = 1
export CORE_UTILIZATION = 50
==> flow/constraint.sdc <==
current_design regFile

set clk_period 9.5
set clk_io_pct 0.2

create_clock -name clk0 -period $clk_period [get_ports {clk}]

set non_clock_inputs [all_inputs -no_clocks]
set_input_delay [expr $clk_period * $clk_io_pct] -clock clk0 $non_clock_inputs
set_output_delay [expr $clk_period * $clk_io_pct] -clock clk0 [all_outputs]
==> impl_metrics.env <==
# source this file to load flow results
export IMPL_status="complete, no violations"
export IMPL_hold_viol_final=0
export IMPL_synth_cell_type_count=40
export IMPL_drc=0
export IMPL_drtIter0Drc=1902
export IMPL_start_kind="input port"
export IMPL_switching_share_pct=22.7
export IMPL_cts_repair_resized=0
export IMPL_grt_pass1_vias=29700
export IMPL_cts_tree="done"
export IMPL_min_path_type="in -> reg"
export IMPL_worst_pin_slew_ns=1.27
export IMPL_vias=26700
export IMPL_clockBufferDepth=3
export IMPL_htreeDepth=3
export IMPL_async_flop_share_pct=0
export IMPL_syn2layout_area_growth_pct=13.8
export IMPL_numCtsBuffers=106
export IMPL_fin_ws_ns=1.19
export IMPL_syn_avg_cell_area_sq_um=19.6
export IMPL_netlist_area_sq_um=47000
export IMPL_dieHeight_microns=308
export IMPL_ys_chip_area_sq_um=47000
export IMPL_ys_seq_share_pct=65.5
export IMPL_slew_headroom_pct=14.9
export IMPL_rows=112
export IMPL_die_area_sq_um=95200
export IMPL_largest_reg_flops=1024
export IMPL_clkSinkCount=1024
export IMPL_vias_per_cell=6.88
export IMPL_cp_end_kind="primary output"
export IMPL_fmax_mhz=120
export IMPL_grt_ovfl_total=0
export IMPL_syn_instance_count=2400
export IMPL_grt_pass1_wl_microns=212000
export IMPL_p_int_mw=7.80
export IMPL_drive_above_1_share_pct=29.1
export IMPL_regMostFlops="regData"
export IMPL_top_regs="regData (1024)"
export IMPL_power_leakage_nw=17.1
export IMPL_wl_per_cell_microns=38.5
export IMPL_p_clk_share_pct=40.9
export IMPL_timing_final_crit_share_pct=87.5
export IMPL_worst_hold_path_num_cells=2
export IMPL_cts_root_buf="clkbuf_16"
export IMPL_crit_required_ns=7.60
export IMPL_fin_tns_setup_ns=0
export IMPL_combPwrFrac_pct=9.1
export IMPL_postRouteAntennaNets=0
export IMPL_seqPwrFrac_pct=50.0
export IMPL_dr_pass1_iters=5
export IMPL_fp_util_pct=50.4
export IMPL_port_buffers=112
export IMPL_cts_setup_buffers=0
export IMPL_cts_hold_buf=0
export IMPL_cpMostUsedCell="buf_4"
export IMPL_top_area_share_pct=65.5
export IMPL_drv_slew=0
export IMPL_critPathBufInv=5
export IMPL_arrival_ns=6.41
export IMPL_slowest_delay_ns=0.95
export IMPL_critPathKind="in -> out"
export IMPL_wirelength_microns=150000
export IMPL_preCtsSetupSlack_ns=1.33
export IMPL_ios=113
export IMPL_min_from="writeData[16]"
export IMPL_slowest_stage="nor3_1"
export IMPL_ys_flop_type="edfxtp_1"
export IMPL_dp_hpwl_microns=88600
export IMPL_hold_slack_ns=2.03
export IMPL_die_w_microns=308
export IMPL_holdPathEnd="regData[29][16]$_DFFE_PP_"
export IMPL_place_congestion=0.934
export IMPL_yosys_warnings=1
export IMPL_p_switching_mw=2.29
export IMPL_synth_flops=1024
export IMPL_grt_usage_pct=36.3
export IMPL_p_per_area_nw_per_um2=189
export IMPL_max_cap_violations=0
export IMPL_yosys_top_cells_area="edfxtp_1 65%, mux4_2 20%, mux2i_1 3.9%"
export IMPL_rsz0062_at_grt="false"
export IMPL_ys_cells=2400
export IMPL_path_clk_slew_ns=0.06
export IMPL_core_area_sq_um=93200
export IMPL_setup_viol=0
export IMPL_largest_area_cell="edfxtp_1"
export IMPL_critPathMaxFanout=37
export IMPL_crit_family="buffers and inverters"
export IMPL_antenna_found_initial=5
export IMPL_vdd_drop_max_mv=0.143
export IMPL_tool_warnings=26
export IMPL_grt_max_degree=89
export IMPL_period_needed_ns=8.31
export IMPL_synth_edff_count=1024
export IMPL_crit_chain="clkdlybuf4s50_1 -> nor2b_4 -> buf_4 -> buf_4 -> a22o_1 -> a2111oi_0 -> nor3_1 -> buf_4 -> clkdlybuf4s50_1"
==> through the flow <==
| stage | total power, mW | cells | cell area, sq um | utilization, % |
|---|---|---|---|---|
| finish | 10.1 | 3885 | 53400 | 57.3 |
| global route | 10.3 | 3884 | 53400 | 57.3 |
| CTS | 10.1 | 3883 | 53400 | 57.3 |
| detailed placement | 6.05 | 3694 | 50000 | 53.7 |
| global placement | 6.04 | 3694 | 50000 | 53.7 |
| floorplan | 5.62 | 2400 | 47000 | - |
==> layer usage <==
layer	vias up	global-route usage, %	share of wire, %
met5	-	11.6	0.90
met3	345	32.0	21
li1	10700	-	-
met2	2194	49.1	45
met1	13400	43.6	30
met4	27	9.45	3.7
==> cell families (layout without fill, tap and decap cells) <==
logic type | Yosys count | in the layout | share of synthesized area [%]
simple gates | 187 | 187 | 1.94
buf+inv | 226 | 455 | 2.31
compound gates | 331 | 331 | 5.41
flops | 1024 | 1024 | 65.5
mux | 632 | 632 | 24.9
other cells | 0 | 2 | 0
==> synthesized netlist by cell type (31+ instances only) <==
master     number
nor3_1         32
clkbuf_1      104
nor2_1         35
a2111oi_0      31
edfxtp_1     1024
a211oi_1       47
mux2i_1       183
mux4_2        425
nand2_1        65
a22o_1         62
o22ai_1        55
buf_2          58
a21oi_1        46
o221ai_1       31
==> power by group through the flow <==
stage / registers [mW] / clock network (mW) / logic [mW]
4_1_cts: 5.05 / 4.17 / 0.907
6_report: 5.05 / 4.13 / 0.914
5_1_grt: 5.05 / 4.32 / 0.963
==> area by class of cell <==
class | instances | area, sq um
multi-input cells | 1150 | 15400
diodes | 2 | 5.00
fillers | 6703 | 39800
well taps | 1254 | 1570
clock buffers | 119 | 2740
flip-flops and latches | 1024 | 30700
inverters | 25 | 96.3
clock inverters | 70 | 677
repair buffers | 241 | 2190
==> worst max path at each step <==
stage     slack [ns]          end        start  cells after the start
4_1_cts         1.31  regData1[1]  readReg1[3]                      9
5_1_grt         0.98  regData1[1]  readReg1[3]                      9
6_report        1.19  regData1[1]  readReg1[3]                      9
==> cell usage in the layout (no fill, tap or decap), types with 11 or more instances in the layout <==
master,count
edfxtp_1,1024
a211o_1,23
nor2_4,33
nor3_1,32
clkinv_1,26
bufinv_16,12
o221ai_1,31
inv_1,24
a211oi_1,47
nand2_1,64
clkbuf_16,108
buf_4,123
clkinv_2,16
clkdlybuf4s50_1,105
a221oi_1,23
a21oi_1,46
and2_1,12
clkbuf_1,11
a22o_1,62
o22ai_1,55
a2111oi_0,31
mux2i_1,183
mux4_2,425
mux2_1,19
No activity file was given, so power comes from the tool's default toggle rates.
